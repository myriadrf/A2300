===== design/flow/config.mk =====
export PLATFORM = sky130hd
export DESIGN_NAME = WcaCordic12
export DESIGN_NICKNAME = WcaCordic12
export VERILOG_FILES = /design/flow/design.v
export SDC_FILE = /design/flow/constraint.sdc
export NUM_CORES = 4
export LEC_CHECK = 1
export CORE_UTILIZATION = 40

===== design/flow/constraint.sdc =====
current_design WcaCordic12

set clk_period 7.2
set clk_io_pct 0.2

create_clock -name clk0 -period $clk_period [get_ports {clock}]

set non_clock_inputs [all_inputs -no_clocks]
set_input_delay [expr $clk_period * $clk_io_pct] -clock clk0 $non_clock_inputs
set_output_delay [expr $clk_period * $clk_io_pct] -clock clk0 [all_outputs]

===== design/flow/design.v =====
`timescale 1 ns/100 ps
module WcaCordic12 (reset,ngreset,clock, strobeData, X0, Y0, A0, XN, YN, AN);
  parameter BIT_WIDTH   = 12;
  parameter ITERATIONS  = 12;
  parameter MODE        = 0;  
  input clock, reset, ngreset,strobeData;
  input signed  [BIT_WIDTH-1:0] X0, Y0, A0;
  output signed [BIT_WIDTH-1:0] XN, YN, AN;
  wire signed [BIT_WIDTH-1:0] x_w [ITERATIONS-1:1];
  wire signed [BIT_WIDTH-1:0] y_w [ITERATIONS-1:1];
  wire signed [BIT_WIDTH-1:0] a_w [ITERATIONS-1:1];
    localparam [143:0] arctanLUT = { 12'h0, 12'h1, 12'h1, 12'h3, 12'h5, 12'ha, 12'h14, 12'h29, 12'h51, 12'ha0, 12'h12e,  12'h200  };
    CordicCalc #(0,MODE,BIT_WIDTH) pcc_0(.reset(reset), .ngreset(ngreset), .clock(clock), .strobeData( strobeData),
               .X0(X0), .Y0(Y0), .A0(A0), .aRom(arctanLUT[BIT_WIDTH-1:0]),
               .XN(x_w[1]), .YN(y_w[1]), .AN(a_w[1])  );
    genvar i;
    generate for(i=1; i<ITERATIONS-1; i=i+1) begin: pcc_1
      CordicCalc #(i,MODE,BIT_WIDTH) pcc_1(.reset(reset), .ngreset(ngreset), .clock(clock), .strobeData( strobeData),
               .X0(x_w[i]), .Y0(y_w[i]), .A0(a_w[i]), .aRom(arctanLUT[(i+1)*BIT_WIDTH-1:i*BIT_WIDTH]),
               .XN(x_w[i+1]), .YN(y_w[i+1]), .AN(a_w[i+1])  );
    end
	endgenerate 
    CordicCalc #(ITERATIONS-1,MODE,BIT_WIDTH) pcc_2(.reset(reset),.ngreset(ngreset),.clock(clock), .strobeData( strobeData),
               .X0(x_w[ITERATIONS-1]), .Y0(y_w[ITERATIONS-1]), .A0(a_w[ITERATIONS-1]), 
               .aRom(arctanLUT[ITERATIONS*BIT_WIDTH-1:(ITERATIONS-1)*BIT_WIDTH]),
               .XN(XN), .YN(YN), .AN(AN)  );
endmodule
module CordicCalc(reset,ngreset,clock, strobeData, X0, Y0, A0, XN, YN, AN, aRom);
  parameter RSHIFT = 0;
  parameter MODE = 0;    
  parameter BIT_WIDTH = 12;
  input reset, ngreset, clock, strobeData;
  input  signed [BIT_WIDTH-1:0] X0, Y0, A0;
  input  signed [BIT_WIDTH-1:0] aRom;
  output signed [BIT_WIDTH-1:0] XN, YN, AN;
  wire d;
  reg signed [BIT_WIDTH-1:0] XN, YN, AN;
  assign d = (MODE==0)? A0[BIT_WIDTH-1] : ~Y0[BIT_WIDTH-1];  
  always @ (posedge clock or negedge ngreset) begin
    if(!ngreset) begin
      AN <= 0;
      XN <= 0;
      YN <= 0;
    end
    else
      if(reset) begin
        AN <=  0;
        XN <=  0;
        YN <=  0;
      end
      else
        if (d & strobeData)    begin 
          AN <=  A0 + aRom; 
          XN <=  X0 + (Y0>>>RSHIFT);
          YN <=  Y0 - (X0>>>RSHIFT);
        end
        else if (strobeData)      begin 
          AN <=  A0 - aRom; 
          XN <=  X0 - (Y0>>>RSHIFT);
          YN <=  Y0 + (X0>>>RSHIFT);
        end       
  end   
endmodule

===== design/flow/run.sh =====
#!/bin/bash
# OpenROAD 26Q1-2900-gdf79404cd8, Yosys 0.63+post, stock flow scripts
make -C /OpenROAD-flow-scripts/flow DESIGN_CONFIG=/design/flow/config.mk WORK_HOME=/design/flow/orfs finish

==> impl_metrics.tcl <==
# collected from the flow reports
set metrics [dict create \
    status "complete, no violations" \
    final_antenna_net_count 0 \
    async_flop_share 1.000 \
    vias 27700 \
    finalCritPeriodShare 0.6312 \
    yosys.area_share.xor_xnor 0.08493 \
    ys_sh_aoi 0.1964 \
    p_leak_nw 18.24 \
    synth_flops 431 \
    grt.busiest_layer "met1" \
    gp_congestion 0.9002 \
    grt_pass1_vias 27350 \
    ys_warn_count 13 \
    grt_pass1_wl_um 144000 \
    cts_tree "yes" \
    topCellsByArea "dfrtp_1, ha_1, xnor2_1" \
    fin_worst_skew_ns 0.02896 \
    postSynthSeqShare 0.3068 \
    tool_warnings 71 \
    cts_root_buf "clkbuf_16" \
    start_kind "input port" \
    critPathMaxFanout 99 \
    final_cell_mix "nor2_1, dfrtp_1, ha_1, nand2_1, a21oi_1" \
    grt_antenna_before_repair 1 \
    drcViolationCount 0 \
    grtUsageMet2 0.3106 \
    edf_count 0 \
    syn_area_um2 35150 \
    ys_top_logic_family "AND-OR/OR-AND gates" \
    fin_crit_ns 4.545 \
    drv_cap 0 \
    track_usage 0.2032 \
    ff_type "dfrtp_1" \
    synth.avg_cell_area_um2 8.696 \
    yosys_cells 4042 \
    firstDrtPassIters 5 \
    postCtsSetupRepairBufs 0 \
    drt_iter0_markers 1327 \
    clk_pin_slew_ns 0.06 \
    endpoint_kind "register" \
    place_inst 5157 \
    cts_buffers 54 \
    cts_sinks 431 \
    ys_sh_simple 0.1552 \
    hpwl_um 62200 \
    drive_gt1_frac 0.05022 \
    fa_ha_area_frac 0.1679 \
    met1_usage 0.3128 \
    tns_ns 0 \
    num_antenna_cells 0 \
    rsz0062_at_grt "no" \
    cts_resized 0 \
    comb_area_um2 22880 \
    drv_slew 0 \
    ir_drop_mv 0.2604 \
    wire_per_inst_um 16.40 \
    met3_usage 0.03321 \
    core_area_um2 86890 \
    ctsLongestPathBuffers 3 \
    yosysUniqueCellTypes 92 \
    yosys_area_um2 35150 \
    netlist_instances 4042 \
    n_fill_cell 8338 \
    hold_viol 0 \
    power_density_nw_per_um2 459.2 \
    cts_max_level 2 \
    ios 76 \
    grt_overflow 0 \
    tightest_slew_ns 0.7397 \
    cp.required_ns 7.69 \
    die_h_um 298.4 \
    hold_buffers 0 \
    die_w_um 298.4 \
    critPathArrivalTime_ns 5.03 \
    yosys.area.top_type "dfrtp_1" \
    hold_path.class "register to register" \
    area_growth_pct 10.48 \
    fp_util 0.4046 \
    crit_type "input port to register" \
    clk_latency_ns 0.63 \
    max_clock_freq_mhz 220.0 \
    netlist.area_leader.share 0.3068 \
    setup_violations 0 \
    row_count 108 \
    grt_max_degree 116 \
    flop_area_um2 10790 \
    slew_headroom 0.5069 \
    layout.cells.non_filler 5257 \
    dieArea_um2 89070 \
    mux_area_frac 0.04585 \
    wl_um 86210 \
    viasPerCell 5.269 \
    numPortBuffers 75 \
    lay_top_count "nor2_1" \
]
worst max-delay path, stage by stage:
cell	delay, ns
buf_8	0.35
buf_12	0.50
buf_4	0.50
and3_1	0.53
ha_1	0.32
a21oi_1	0.16
o21ai_0	0.10
a21oi_1	0.20
a21oi_1	0.15
a221oi_1	0.34
xor2_1	0.19
o21ai_0	0.09
final cells by class:
| type | instances | area share |
|---|---|---|
| clock buffers | 81 | 0.04127 |
| multi-input cells | 3227 | 0.5892 |
| inverters | 243 | 0.02362 |
| clock inverters | 19 | 0.004962 |
| well taps | 1155 | 0.03721 |
| repair buffers | 101 | 0.02603 |
| flip-flops and latches | 431 | 0.2777 |
path summary, 6_finish.rpt:
check	slack, ns	to	start	cells past startpoint
max in group asynchronous	4.71	pcc_0.YN[11]	ngreset	3
hold reg to reg	0.48	pcc_1[8].pcc_1.AN[5]	pcc_1[8].pcc_1.AN[5]	2
setup / recovery	2.66	pcc_2.XN[9]	strobeData	12
setup reg to reg	3.76	pcc_1[1].pcc_1.YN[10]	pcc_0.AN[11]	12
hold / removal	0.48	pcc_1[8].pcc_1.AN[5]	pcc_1[8].pcc_1.AN[5]	2
min in group asynchronous	0.77	pcc_1[5].pcc_1.XN[1]	ngreset	1
registers in the layout (all words and copies together), names as in the netlist:
signal / flops
pcc_0.AN: 12
pcc_2.YN: 12
pcc_1.pcc_1.AN: 120
pcc_0.YN: 11
pcc_1.pcc_1.XN: 120
pcc_1.pcc_1.YN: 120
pcc_2.AN: 12
pcc_0.XN: 12
pcc_2.XN: 12
through the flow:
step / instance area, µm² / hold WS [ns] / setup WS [ns] / util / total power, mW
6_report: 38830 / 0.4824 / 2.655 / 0.4470 / 17.83
3_5_place_dp: 37040 / 0.4715 / 1.996 / 0.4263 / 15.05
4_1_cts: 38830 / 0.4927 / 2.675 / 0.4470 / 17.97
3_3_place_gp: 37040 / 0.4682 / 1.997 / 0.4263 / 15.09
2_1_floorplan: 35150 / 0.4257 / 2.809 / - / 12.64
5_1_grt: 38830 / 0.5026 / 2.389 / 0.4470 / 19.66
where the power goes:
part | total, mW | switching [mW] | internal [mW]
Clock | 2.72 | 1.11 | 1.61
Combinational | 11.3 | 6.10 | 5.19
Sequential | 3.81 | 0.751 | 3.06
Total | 17.8 | 7.96 | 9.87
cells by family after synthesis:
kind of cell    after synthesis
fa+ha+maj                   450
buf+inv                     384
mux                         160
compound gates             1077
xor+xnor                    340
flops                       431
simple gates               1200
synth_stat cells, types with 16 or more instances:
cell type / instances
a21o_1: 92
or3_1: 47
a32o_1: 27
inv_1: 233
fa_1: 36
mux2i_1: 152
o21a_1: 43
a31oi_1: 32
a21oi_1: 280
nor3_1: 126
nor2_1: 471
buf_1: 16
o31ai_1: 21
buf_2: 38
nor2b_1: 65
clkbuf_1: 83
o21ai_1: 42
and3_1: 31
a211oi_1: 77
xor2_1: 127
nand2_1: 307
o211ai_1: 20
nand2b_1: 37
o21bai_1: 21
ha_1: 414
dfrtp_1: 431
xnor2_1: 212
nand3_1: 45
o21ai_0: 279
per-layer routing:
| metal | wire [µm] | vias up | share of wire |
|---|---|---|---|
| li1 | - | 14330 | - |
| met1 | 42910 | 12810 | 0.50 |
| met2 | 37620 | 450 | 0.44 |
| met3 | 3781 | 106 | 0.044 |
| met4 | 1892 | 2 | 0.022 |
| met5 | 13 | - | 0.00015 |
Power is estimated from default activity; no workload was simulated.
