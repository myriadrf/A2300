===== flow/constraint.sdc =====
current_design WcaCicInterp

set clk_period 16.4
set clk_io_pct 0.2

create_clock -name clk0 -period $clk_period [get_ports {clock}]

set non_clock_inputs [all_inputs -no_clocks]
set_input_delay [expr $clk_period * $clk_io_pct] -clock clk0 $non_clock_inputs
set_output_delay [expr $clk_period * $clk_io_pct] -clock clk0 [all_outputs]

===== flow/design.v =====
`timescale 1ns / 1ps
module WcaCicInterp
(
	input wire clock,
	input wire reset,
	input wire enable,
	input wire strobe_cic,
	input wire strobe_if,
	input wire [3:0] log2_rate,
	input  wire [15:0] data_in,
	output wire [15:0] data_out
);
reg [24+15:0] comb1;
reg [24+15:0] comb2;
reg [24+15:0] comb3;
reg [24+15:0] pipe1;
reg [24+15:0] pipe2;
reg [24+15:0] pipe3;
reg [24+15:0] integ1;  
reg [24+15:0] integ2;
reg [24+ 15:0] integ3;
always @(posedge clock)
	if(reset | ~enable)
		begin
			pipe1 <= #1 0;
			pipe2 <= #1 0;
			pipe3 <= #1 0;
			comb1 <= #1 0;
			comb2 <= #1 0;
			comb3 <= #1 0;	
		end
	else if (strobe_cic)
		begin
			comb1 <= #1 data_in;
			pipe1 <= #1 data_in - comb1;
			comb2 <= #1 pipe1;
			pipe2 <= #1 pipe1 - comb2;
			comb3 <= #1 pipe2;
			pipe3 <= #1 pipe2 - comb3;
		end
reg [15:0] data_store;
always @(posedge clock)
	if(reset | ~enable)
		begin
			integ1 <= #1 0;
			integ2 <= #1 0;
			integ3 <= #1 0;
		end
	else if (strobe_if)
		begin
			integ1 <= #1 integ1 + pipe3; 
			integ2 <= #1 integ2 + integ1; 
			integ3 <= #1 integ3 + integ2; 
			case(log2_rate)
				4'h1:  data_store = integ3[18:3];
				4'h2:  data_store = integ3[21:6];
				4'h3:  data_store = integ3[24:9];
				4'h4:  data_store = integ3[27:12];
				4'h5:  data_store = integ3[30:15];
				4'h6:  data_store = integ3[33:18];
				4'h7:  data_store = integ3[36:21];
				4'h8:  data_store = integ3[39:24];
				default: data_store = integ3[15:0];
			endcase
		end
assign data_out = data_store;
endmodule

===== flow/config.mk =====
export PLATFORM = sky130hd
export DESIGN_NAME = WcaCicInterp
export DESIGN_NICKNAME = WcaCicInterp
export VERILOG_FILES = /design/flow/design.v
export SDC_FILE = /design/flow/constraint.sdc
export NUM_CORES = 4
export LEC_CHECK = 1
export CORE_UTILIZATION = 50

===== flow/run.sh =====
#!/bin/bash
# OpenROAD 26Q1-2900-gdf79404cd8, Yosys 0.63+post, stock flow scripts
make -C /OpenROAD-flow-scripts/flow DESIGN_CONFIG=/design/flow/config.mk WORK_HOME=/design/flow/orfs finish

==> out/metrics.csv <==
stage;metric;value;unit
cells_and_area;P&R area growth vs syn;10.4;%
final_timing;Final Hold Fails;0;
place;GP Congestion;0.928;
global_routing;total grt overflow;0;
final_timing;RSZ-0062 raised after global routing;no;
flow_run;Max Cap Violations;0;
place;placed insts;2943;
clock_tree;H-tree levels;2;
clock_tree;CTS tree;done;
yosys;Async SR Flop Fraction;0;%
routing;final antenna-violating net count;0;
final_timing;slew margin rel.;46.0;%
global_routing;global-route wire length before repair;80700;um
yosys;Syn Inst Count;2455;
yosys;EDFF count, synth;16;
clock_tree;Post-CTS Hold Fix Bufs;0;
cells_and_area;Top cells excl fill/tap;nor2_1, dfxtp_1, mux2i_1;
routing;# DRC;0;
power;Worst VDD drop;0.0860;mV
status;outcome;finished clean;
place;post-DP HPWL;34800;um
final_timing;worst-margin pin slew;0.810;ns
routing;Inserted Diodes;0;
cells_and_area;final core occ;55.9;%
global_routing;initial antenna violation count;0;
routing;via count;16910;
final_timing;fin worst setup slack;10.86;ns
critical_path;Startpoint Class;primary input;
yosys;# Cells Yosys;2455;
power;clock power share;42.9;%
clock_tree;root cell of the clock tree;clkbuf_16;
critical_path;CP Capture Type;flip-flop;
yosys;Unique cell types;85;
power;Sequential Power Share;39.5;%
final_timing;Max Transition Viols Final;0;
clock_tree;total CTS buffers;38;
critical_path;CP Data Required Time;16.82;ns
routing;DR vias/cell;5.61;
power;leak pwr;10.2;nW
worst_hold_path;HP Class;reg -> reg;
final_timing;minimum clock period;5.54;ns
flow_run;OpenROAD warnings;29;
routing;initial detailed-routing violation count;911;
place;Cell Area, Placed;21500;um^2
critical_path;crit path DAT;5.96;ns
floorplanning;Ports;41;
floorplanning;Core Rows;74;
place;worst slack at placement;10.26;ns
routing;detailed-route wire length;48500;um
power;Comb power frac;17.6;%
final_timing;setup TNS;0;ns
final_timing;WHS;0.458;ns
yosys;Main synth FF type;dfxtp_1;
routing;Wirelength per Cell;16.1;um
floorplanning;fp_density;50.6;%
final_timing;fin crit share;33.8;%
yosys;area reported by Yosys stat;20600;um^2
cells_and_area;share of post-route cells with drive strength above 1;4.39;%
yosys;synthesized area;20600;um^2
cells_and_area;MI comb area;13500;um^2
floorplanning;Die Ht;205;um
power;PwrDens;88.2;nW/um^2
clock_tree;CTS Sinks;306;
power;Pint;1.45;mW
clock_tree;Post-CTS Resized;0;
cells_and_area;post-route insts no fill;3013;
clock_tree;clock latency at the later pin of the worst-skew pair;0.56;ns
yosys;#FFs+latches synth;306;
floorplanning;core area;40700;um^2
yosys;register area share after synthesis;30.5;%
clock_tree;Post-CTS Setup Bufs;0;
final_timing;final number of setup-violating endpoints;0;
routing;drt pass-1 iters;9;
cells_and_area;register cell area after layout;6290;um^2
clock_tree;Reg clk slew, reported paths;0.06;ns
floorplanning;DIE AREA;42100;um^2
clock_tree;clock buffer depth;3;
final_timing;Final Skew;0.0189;ns
power;total power;2.01;mW
global_routing;vias in the first global route;15747;
floorplanning;die outline width;205;um
critical_path;critical path class;in -> reg;
power;Net Sw Power;560;uW
cells_and_area;Finished Cell Area;22800;um^2
power;Sw Ratio;27.9;%
cells_and_area;filler instances;3641;
cells_and_area;top logic cell by instance count in the layout;nor2_1;
yosys;Syn. warnings;1;
critical_path;CP max FO;3;
final_timing;fmax;180;MHz
place;number of buffers added on ports;40;
global_routing;gr usage total;24.2;%
global_routing;largest net degree at the start of global routing;150;
yosys;Mapped Avg Cell Area;8.40;um^2
-- cell usage after synthesis, drive strengths merged (7+ instances only) --
| cell type | count | area share, % |
|---|---|---|
| a211oi | 42 | 1.6 |
| a21boi | 8 | 0.31 |
| a21o | 98 | 3.6 |
| a21oi | 169 | 4.1 |
| a221oi | 22 | 1.0 |
| a222oi | 13 | 0.63 |
| a22o | 14 | 0.59 |
| a22oi | 18 | 0.66 |
| a31oi | 25 | 0.89 |
| and2 | 13 | 0.39 |
| and3 | 19 | 0.58 |
| buf | 15 | 0.29 |
| clkbuf | 86 | 1.6 |
| dfxtp | 290 | 28 |
| edfxtp | 16 | 2.3 |
| fa | 7 | 0.68 |
| ha | 189 | 11 |
| inv | 111 | 2.0 |
| mux2i | 193 | 9.4 |
| nand2 | 133 | 2.4 |
| nand2b | 17 | 0.52 |
| nand3 | 54 | 1.3 |
| nand4 | 22 | 0.67 |
| nor2 | 369 | 6.7 |
| nor2b | 25 | 0.76 |
| nor3 | 47 | 1.1 |
| o211ai | 13 | 0.47 |
| o21a | 27 | 0.98 |
| o21ai | 106 | 2.6 |
| o21bai | 18 | 0.66 |
| o22ai | 10 | 0.30 |
| o31ai | 11 | 0.42 |
| or3 | 11 | 0.33 |
| xnor2 | 98 | 4.2 |
| xor2 | 57 | 2.4 |
-- power by group through the flow --
stage                 registers [mW]  clock network, mW  logic [mW]
after CTS                      0.793              0.888       0.356
after global routing           0.796              0.918       0.397
final                          0.793              0.861       0.354
-- metal layers --
layer | part of all wire [%] | global-route usage, %
met5 | 0 | 0
met4 | 3.5 | 7.57
met3 | 3.9 | 2.95
met2 | 44 | 38.1
met1 | 48 | 35.3
-- worst max-delay path: stages --
cell and delay (ns):
clkdlybuf4s50_1 0.48, inv_1 0.05, ha_1 0.22, fa_1 0.39, nor2b_1 0.16, o21ai_1 0.10
a21oi_1 0.18, o21ai_0 0.10, nand2b_1 0.11, a21oi_1 0.11, o211ai_1 0.25, a41oi_1 0.19
xnor2_1 0.16, mux2i_1 0.14, nor2_1 0.05
-- final cells by class --
type,instances,share of cell area (%)
Inverter,112,1.85
Clock buffer,51,4.84
Tap cell,532,2.92
Timing Repair Buffer,57,2.44
Sequential cell,306,27.6
Clock inverter,19,0.841
Multi-Input combinational cell,1936,59.5
-- sequential cells by signal, summed over array words and instances (netlist names) --
register	cells
integ2	40
comb1	16
comb3	40
data_store	16
pipe1	17
pipe3	40
pipe2	40
integ3	40
comb2	17
integ1	40
-- cells by family (layout without fill, tap and decap cells) --
group | Yosys count | after routing | synth area share [%]
AOI/OAI and AO/OA | 652 | 652 | 21.5
xor gates and xnor gates | 155 | 155 | 6.58
adders and majority gates | 196 | 196 | 12.1
buffers and inverters | 213 | 239 | 3.90
DFF | 306 | 306 | 30.5
muxes | 195 | 195 | 9.48
and+or+nand+nor | 738 | 738 | 15.9
-- final timing paths --
check	depth (start not counted)	to	start	slack (ns)
setup / recovery	15	pipe1[14]$_SDFFE_PP0P_	data_in[0]	10.86
hold / removal	2	pipe3[34]$_SDFFE_PP0P_	pipe3[34]$_SDFFE_PP0P_	0.46
setup reg to reg	13	integ3[38]$_SDFFE_PP0P_	integ2[0]$_SDFFE_PP0P_	12.65
hold reg to reg	2	pipe3[34]$_SDFFE_PP0P_	pipe3[34]$_SDFFE_PP0P_	0.46
Power figures rest on the tool's default switching activity, not on a simulated workload.
