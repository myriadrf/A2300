<file path="flow/run.sh">
#!/bin/bash
# OpenROAD 26Q1-2900-gdf79404cd8, Yosys 0.63+post, stock flow scripts
make -C /OpenROAD-flow-scripts/flow DESIGN_CONFIG=/design/flow/config.mk WORK_HOME=/design/flow/orfs finish
</file>
<file path="flow/config.mk">
export PLATFORM = sky130hd
export DESIGN_NAME = WcaDducController
export DESIGN_NICKNAME = WcaDducController
export VERILOG_FILES = /design/flow/design.v
export SDC_FILE = /design/flow/constraint.sdc
export NUM_CORES = 4
export LEC_CHECK = 1
export CORE_UTILIZATION = 50
</file>
<file path="flow/constraint.sdc">
current_design WcaDducController

set clk_period 7.4
set clk_io_pct 0.2

create_clock -name clk0 -period $clk_period [get_ports {clock}]
create_clock -name clk1 -period $clk_period [get_ports {rbusCtrl}]

set non_clock_inputs [all_inputs -no_clocks]
set_input_delay [expr $clk_period * $clk_io_pct] -clock clk0 $non_clock_inputs
set_output_delay [expr $clk_period * $clk_io_pct] -clock clk0 [all_outputs]
</file>
<file path="flow/design.v">
`timescale 1ns / 1ps
module WcaDducController(
	input              clock,
	input              reset,
	input              enable,
	input	  wire		 strobe_if,			 
	output  wire [7:0]   cfg,				 
	output  wire [12:0] 	rate_interp,	 
	output  wire 			rate_interp_we,
	output  wire [3:0]	log2_rate,		 
	output  wire       	strobe_cic,   	 
	output  wire 			strobe_bb,    	 
	output  wire [31:0]  phase_cordic, 	 
	input   wire  [11:0] rbusCtrl,    
	inout   wire  [7:0]  rbusData		 
 );
   parameter IF_FREQ_ADDR 		= 0;
   parameter INTERP_RATE_ADDR = 1;
   parameter CONFIG_ADDR		= 2;
   parameter MODE  =  4'hF; 		 
	wire [2:0] dumpReg;
	WcaWriteByteReg #(CONFIG_ADDR) wr_config
							(.reset(reset), 
							.out( cfg), 
							.rbusCtrl(rbusCtrl), .rbusData(rbusData) );	
	WcaPhaseGen #(IF_FREQ_ADDR, 32) phase_generator
	(
	.clock(clock), .reset(reset), .aclr(cfg[1]), .enable(enable), .strobe(strobe_if),
	.rbusCtrl(rbusCtrl), .rbusData(rbusData), 
	.phase(phase_cordic)
	);	 
	WcaWriteWordReg #(INTERP_RATE_ADDR) reg_interp_rate
	(.reset(reset), .out({dumpReg,rate_interp}), .nd(rate_interp_we),
	 .rbusCtrl(rbusCtrl), .rbusData(rbusData) );	
	reg [11:0] strobeGenerator;
	wire clear = strobeGenerator[11:2] == rate_interp[9:0];
	always @( posedge clock)
		begin
			if( reset | ~enable | clear | cfg[1])
				begin 
					strobeGenerator <= 12'h1;
				end
			else 
			  begin
				strobeGenerator <= strobeGenerator + 12'h1;
			end
		end
	assign strobe_cic =  enable & ((MODE[3] & cfg[4]) ?  strobe_if  : strobeGenerator == 12'h3);
	assign strobe_bb  =  enable & ((MODE[3] & cfg[5]) ?  strobe_cic : strobe_cic);  
	assign log2_rate = rate_interp[7] ? 4'h7 :  
							 rate_interp[6] ? 4'h6 : 
							 rate_interp[5] ? 4'h5 : 
							 rate_interp[4] ? 4'h4 : 
							 rate_interp[3] ? 4'h3 : 
							 rate_interp[2] ? 4'h2 : 
							 rate_interp[1] ? 4'h1 : 4'h0;
endmodule
module WcaPhaseGen ( clock, reset, aclr, enable, strobe, phase, rbusCtrl, rbusData);
	parameter FREQADDR 	= 0;
	parameter RESOLUTION = 32;
	input    clock, reset, aclr, enable, strobe;
	input   wire  [11:0] 		  rbusCtrl;   
	inout   wire  [7:0]  		  rbusData;   
	output  reg [RESOLUTION-1:0] phase;
	wire [RESOLUTION-1:0] freq;
	WcaWriteDwordReg #(FREQADDR) dwreg_phasefreq(.reset(reset), .out( freq), .rbusCtrl(rbusCtrl), .rbusData(rbusData) );		
	always @(posedge clock)
	begin
	  if(reset | aclr)
			phase <= #1 32'b0;
	  else if(enable & strobe)
			phase <= #1 phase + freq;
	end
endmodule  
module WcaWriteByteReg
  ( 
    input   wire reset, 
    output  wire  [7:0] out,         
    input   wire  [11:0] rbusCtrl,   
    inout   wire  [7:0]  rbusData	 
   );
   parameter my_addr = 0;
	wire addrValid = (my_addr == rbusCtrl[11:4]);
	wire write     = addrValid & rbusCtrl[2];   
	WcaRegCore8  sr( .Data( rbusData), .Enable( write ), .Aclr(reset), .Clock(~rbusCtrl[0]), .Q(out));	
endmodule  
module WcaWriteDwordReg
( 
    input   wire  reset, 
    output  wire  [31:0] out,         
    input  wire  [11:0] rbusCtrl,   
    inout   wire  [7:0]  rbusData	 
);
parameter my_addr = 0;
	wire addrValid = (my_addr == rbusCtrl[11:4]);
	wire write     = addrValid & rbusCtrl[2];   
	reg [1:0] select;
	always @(posedge rbusCtrl[0])
	begin
		if( reset | ~addrValid)
			select <= 2'h0;
		else if(rbusCtrl[1] & addrValid)
			select <= select + 2'h1;
	end
 	WcaRegCore8  sr3( .Data(rbusData), .Enable( write & select == 2'h3), .Aclr(reset), .Clock(rbusCtrl[0]), .Q(out[31:24]));	
	WcaRegCore8  sr2( .Data(rbusData), .Enable( write & select == 2'h2), .Aclr(reset), .Clock(rbusCtrl[0]), .Q(out[23:16]));	
	WcaRegCore8  sr1( .Data(rbusData), .Enable( write & select == 2'h1), .Aclr(reset), .Clock(rbusCtrl[0]), .Q(out[15:8]));	
	WcaRegCore8  sr0( .Data(rbusData), .Enable( write & select == 2'h0), .Aclr(reset), .Clock(rbusCtrl[0]), .Q(out[7:0]));	
endmodule  
module WcaWriteWordReg
  ( 
    input   wire  reset, 
    output  wire  [15:0] out,         
	 output  wire  		 nd,			  
    input  wire  [11:0] rbusCtrl,   
    inout   wire  [7:0]  rbusData	 
   );
   parameter my_addr = 0;
	wire addrValid = (my_addr == rbusCtrl[11:4]);
	wire write     = addrValid & rbusCtrl[2];   
	assign nd = write & select == 1'h1; 
	reg select;
	always @(posedge rbusCtrl[0])
	begin
		if( reset | ~addrValid)
			select <= 1'h0;
		else if(rbusCtrl[1] & addrValid) 
			select <= ~select;
	end
	WcaRegCore8  sr1( .Data(rbusData), .Enable( write & select == 1'h1), .Aclr(reset), .Clock(rbusCtrl[0]), .Q(out[15:8]));	
	WcaRegCore8  sr0( .Data(rbusData), .Enable( write & select == 1'h0), .Aclr(reset), .Clock(rbusCtrl[0]), .Q(out[7:0]));	
endmodule  
`timescale 1ns / 1ps
module WcaRegCore8 (Data,Enable,Aclr,Clock,Q);
	input [7:0] Data;
	input Enable, Aclr, Clock;
	output wire[7:0] Q;
	reg [7:0] Qr;
	assign Q = Qr;
	always @(posedge Clock)
	begin
		if( Aclr)
			Qr <= 7'h0;
		else if( Enable)
			Qr <= Data;
	end
endmodule
</file>
==> load_flow_metrics.sql <==
-- flow metrics import
INSERT INTO impl_metrics (metric_group, metric, value, unit) VALUES
('placement', 'pre_cts_slack', '0.910', 'ns'),
('synthesis', 'yosys_register_bits', '100', ''),
('synthesis', 'synth-simple-area-share', '0.183', ''),
('floorplanning', 'io_count', '84', ''),
('synthesis', 'synth.cellmix.compoundShare', '0.172', ''),
('timing', 'unconstrained_endpoints', '8', ''),
('synthesis', 'post_synthesis_cells', '655', ''),
('synthesis', 'yosys-dominant-comb-family', 'simple AND/OR/NAND/NOR gates', ''),
('outcome', 'status', 'stopped before the end', ''),
('clocking', 'post_cts_buffers', '0', ''),
('synthesis', 'synth.yosys.num_cells', '655', ''),
('synthesis', 'yosysTopAreaCell', 'dfxtp_1', ''),
('clocking', 'cts_hold_repair.buffers', '0', ''),
('floorplanning', 'fp-row-count', '38', ''),
('placement', 'detailedPlacementHpwl', '10100', 'um'),
('synthesis', 'synth_warnings', '5', ''),
('grt', 'grt_start_max_net_pins', '31', ''),
('synthesis', 'chip_area_yosys', '5600', 'um^2'),
('synthesis', 'ys_top_cells_by_area', 'dfxtp_1 (36%), mux2i_1 (9.1%), ha_1 (8.0%)', ''),
('synthesis', 'synth_area', '5600', 'um^2'),
('synthesis', 'synth.mux.area_fraction', '0.0912', ''),
('synthesis', 'top_area_frac', '0.357', ''),
('synthesis', 'post_synth_num_cell_types', '62', ''),
('synthesis', 'synth_area_per_cell', '8.55', 'um^2'),
('placement', 'io_buffer_count', '62', ''),
('outcome', 'error', '[ERROR RSZ-0074] Failed to build tree from global routes for pin ''rbusData[7]'' and net ''rbusData[7]'' at grid (3450, 65550): found route to 7 pins, expected 6', ''),
('synthesis', 'synth-edff-count', '0', ''),
('clocking', 'cells_resized_by_post_cts_repair', '0', ''),
('outcome', 'haltStage', 'global routing (5_1_grt)', ''),
('floorplanning', 'initCoreUtil', '0.514', ''),
('synthesis', 'postSynth.topFlopCell', 'dfxtp_1', ''),
('synthesis', 'area_share_of_fa_ha_maj_cells_after_synthesis', '0.0840', ''),
('floorplanning', 'chipWidth', '108', 'um'),
('synthesis', 'synthArstFlopShare', '0', ''),
('placement', 'dpl.cell_count', '830', ''),
('placement', 'globalplace.congestion', '0.960', ''),
('synthesis', 'yosys.stat.seqShare', '0.357', ''),
('floorplanning', 'die_extent_in_y', '108', 'um'),
('synthesis', 'post_synth_xor_xnor_area', '0.0735', '');
==> per-stage QoR <==
stage | utilization | hold WS [ns] | instance area [um^2]
floorplan | - | 0.0761 | 5600
global placement | 0.576 | 0.0761 | 6270
detailed placement | 0.576 | 0.0761 | 6270
CTS | 0.673 | -0.00836 | 7330
==> synthesized netlist by cell type, drive strengths merged (7+ instances only) <==
master	count
a21o	21
a21oi	61
and2	8
and3	8
buf	12
clkbuf	19
dfxtp	100
ha	36
inv	16
mux2i	51
nand2	78
nand3	12
nand4	8
nor2	90
o21ai	22
o21bai	7
xnor2	35
xor2	12
==> kinds of logic after synthesis <==
group           Yosys count
xor+xnor                 47
other cells               1
flops                   100
buf+inv                  47
compound gates          144
fa+ha+maj                37
mux                      51
simple gates            228
